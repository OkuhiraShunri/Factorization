==> flow/design.v <==
module READY(
  input CLK, RST, READY_1P,
  input [3:0] STATE,
  output reg[3:0] NUM,
  output reg OK
); 
reg  run_in; 
reg  keep_1;
reg READY_2P;
initial begin
  keep_1 = 0;
  READY_2P <= 1; 
end
always @(posedge CLK)begin
  if(READY_1P)    
    keep_1 <= 1;
    else if(STATE == 4'b0110 || STATE == 4'b1000 || STATE == 4'b1001 || STATE == 4'b1010 || STATE == 4'b1011)  
    keep_1 <= 0;
    else
    keep_1 <= keep_1;
end 
always @(posedge CLK)begin
  if(keep_1 && READY_2P)                    
    run_in <= 1;
  else 
    run_in <= 0;
end
reg [25:0] cnt;
wire en1hz = (cnt == 26'd49_999_99);
always @(posedge CLK)begin
  if(RST)
    cnt <= 26'b0;
  else if(en1hz)
    cnt <= 26'b0;
  else
    cnt <= cnt + 26'b1; 
end 
reg [3:0] sec;
always @(posedge CLK)begin
  if(RST)
    sec <= 4'h0;
  else if(en1hz)
    if(sec == 4'h9)
      sec <= 4'h0;
    else if(run_in != 1) 
      sec <= sec + 4'h1;     
end
always @(posedge CLK)begin
  if(run_in)begin
    NUM <= sec + 1; 
    OK <= 1; 
  end
  else begin
    NUM <= 4'b0; 
    OK <= 0;
  end
end
endmodule
==> flow/run.sh <==
#!/bin/bash
# OpenROAD 26Q1-2900-gdf79404cd8, Yosys 0.63+post, stock flow scripts
make -C /OpenROAD-flow-scripts/flow DESIGN_CONFIG=/design/flow/config.mk WORK_HOME=/design/flow/orfs finish
==> flow/config.mk <==
export PLATFORM = sky130hd
export DESIGN_NAME = READY
export DESIGN_NICKNAME = READY
export VERILOG_FILES = /design/flow/design.v
export SDC_FILE = /design/flow/constraint.sdc
export NUM_CORES = 4
export LEC_CHECK = 1
export CORE_AREA = 10 10 112 112
export DIE_AREA = 0 0 122 122
==> flow/constraint.sdc <==
current_design READY

set clk_period 3.9
set clk_io_pct 0.2

create_clock -name clk0 -period $clk_period [get_ports {CLK}]

set non_clock_inputs [all_inputs -no_clocks]
set_input_delay [expr $clk_period * $clk_io_pct] -clock clk0 $non_clock_inputs
set_output_delay [expr $clk_period * $clk_io_pct] -clock clk0 [all_outputs]
==> Slide: Implementation Results <==
Physical Implementation Snapshot

Outcome
  – Outcome: complete, no violations

Flow run
  – Tool Warnings: 26
  – Max-cap viol count: 0

Route
  – Number of DRC markers in iteration 0: 69
  – WL final: around 3300 um
  – DRT Pass-1 Iters: 4
  – Vias per cell: ~4
  – Wire length on met2: 1450 um
  – M1 WL: 1650 um
  – Vias: between 1000 and 1500
  – Uppermost layer routed: met4
  – Detail Route Antenna Nets: 0
  – N_diodes: 0
  – Avg WL per Cell: 9.70 um
  – Met3 wire length: 102 um
  – # DRC: 0

Yosys
  – Mapped Area: 1710 sq um
  – Post-synth top area share: between 40 and 50%
  – Yosys cell count: approximately 190
  – Mapped Cells: 191
  – Adder Area Share: 2.19%
  – Synth area leaders: dfxtp_1, nor2_1, or4_1
  – Post-synthesis sequential area ratio: between 40% and 50%
  – Post-synth mux share: 0%
  – Chip area estimate from yosys synthesis: 1710 sq um
  – Compound Share, Synth: 12.3%
  – Synth logic family: simple AND/OR/NAND/NOR gates
  – AND/OR/NAND/NOR Cells, Area Fraction: 30.0%
  – Synth Area per Inst: 8.97 sq um
  – Distinct lib cells: 39
  – Synth flops: 37
  – Yosys top cell by area: dfxtp_1
  – Yosys warns: 1
  – Xor/xnor share: 7.66%

Critical path
  – Worst Setup End Kind: register
  – Arr. time, crit path: 2.40 ns
  – CP most frequent cell: or4_1
  – WP data required: 4.12 ns
  – Crit path cell chain: nand4_1 > or4_1 > or4_1 > a21oi_1
  – R2R depth: 4
  – Crit start category: register
  – Slowest cell on crit path: or4_1
  – WS Path Type: reg2reg
  – Crit Path Max Fanout: 18
  – Slowest Stage Delay on Critical Path: 0.76 ns

Floorplanning
  – Die W: 122 um
  – Io pins: 12
  – Die H: approximately 120 um
  – Area of the die: 14900 sq um
  – Fp_density: 16.8%
  – Core Rows: 37
  – Core Footprint: 10200 sq um

Place
  – Port Buf Inserts: 11
  – Post-Place Worst Slack: 1.76 ns
  – DP HPWL: 2220 um
  – Final Wtd Congestion: about 0.77

Clocking
  – Clock tree from TritonCTS: done
  – Clk slew on worst S/H paths: 0.07 ns
  – Post-CTS Setup Bufs: 0
  – Inserted Clock Buffers: 5
  – Depth of the CTS H-tree: 2
  – Buffer depth of the longest clock path: 2
  – Sink Count: 37
  – Clk latency of the worst-skew pair: 0.28 ns
  – Post-cts resize count: 0
  – Root buf cell: clkbuf_8
  – Hold Buf Count CTS: 0

Global routing
  – First-pass GRT wire length: just under 6000 um
  – Vias in the first global route: 1274
  – Congestion Overflow GR: 0
  – Pin count of the biggest net entering global routing: 27
  – Gr usage total: 4.41%
  – Initial antenna violation count: 0

STA
  – Max-slew violation count: 0
  – Clock Skew: 0.00239 ns
  – Worst Setup Slack, final: 1.72 ns
  – Slew at the pin closest to its max-slew limit: 0.511 ns
  – Tmin final: 2.18 ns
  – RSZ-0062 raised after global routing: false
  – Final hold violations: 0
  – Fin crit share: 56.0%
  – Fmax: 0.458 GHz
  – Worst rel slew slack: between 60% and 70%
  – Setup TNS: 0 ns
  – Count of final setup violators: 0

Final layout
  – Share of cells above drive strength 1: 5.47%
  – Area grow syn2layout: 17.7%
  – Most frequent logic cell in the layout: dfxtp_1
  – Fin util: between 10% and 20%
  – Top logic cells by instance count in the layout: dfxtp_1, nor2_1, nand3_1

Hold path
  – Hold path cells: 0
  – Min-Delay Path Class: reg2reg

Pwr
  – Leak: 0.614 nW
  – PD cells: 329 nW/um^2
  – Max VDD drop: roughly 0.15 mV
[final cells by class]
type,instances,area [sq um]
clock buffer,8,80.1
sequential,37,741
fill,1092,8210
timing repair buffer,11,110
tap,136,170
multi-input combinational,139,895
inverter,6,22.5
[power breakdown]
part           internal (mW)  switching (mW)  leakage (nW)  total (mW)
logic                 0.0130          0.0108         0.275      0.0239
clock network          0.127           0.124        0.0395       0.251
registers              0.384         0.00564         0.300       0.389
[stage by stage]
step	instances	cell area, sq um	power, mW	hold WS, ns
6_report	337	2020	0.664	0.354
3_5_place_dp	329	1940	0.422	0.342
3_3_place_gp	329	1940	0.422	0.340
5_1_grt	337	2020	0.698	0.376
4_1_cts	337	2020	0.677	0.356
2_1_floorplan	191	1710	0.411	0.331
[path summary, 6_finish.rpt]
check               start  endpoint  slack (ns)
setup / recovery  cnt[10]   cnt[25]        1.72
hold / removal     keep_1    run_in        0.35
setup reg to reg  cnt[10]   cnt[25]        1.72
hold reg to reg    keep_1    run_in        0.35
[critical path, delay by kind of cell, from the launching register on]
kind | cells | cell delay [ns]
simple gates | 3 | 1.52
flops | 1 | 0.45
compound gates | 1 | 0.15
[per-layer routing]
| layer | vias up | track usage, % |
|---|---|---|
| met5 | - | 0 |
| met4 | 0 | 0.969 |
| met3 | 6 | 0.657 |
| met2 | 21 | 6.97 |
| met1 | 618 | 6.24 |
| li1 | 724 | - |
[sequential cells by signal, indices dropped and copies added (netlist names)]
register / count
run_in: 1
OK: 1
sec: 4
NUM: 4
cnt: 26
keep_1: 1
[cells in the mapped netlist, drive strengths merged]
library cell   n
a41o           1
o21ai          2
or4           11
a31oi          1
a32o           2
dfxtp         37
inv            6
a31o           1
clkbuf         2
buf            7
nor4           6
a21o           1
a311oi         2
nand3b         1
nand2b         1
or3            1
ha             3
nor2b          5
and4           3
nand3         12
nor2          22
and3           2
o31ai         10
xor2           6
nand4          7
and2           3
or4b           1
nor4b          2
a21oi         11
nor3           2
or2            2
nand2          9
xnor2          9
[cell families (layout without fill, tap and decap cells)]
kind of cell | count (synthesis) | after routing
AND/OR/NAND/NOR | 90 | 90
flip-flops | 37 | 37
adder cells (fa/ha/maj) | 3 | 3
XOR/XNOR | 15 | 15
buffers and inverters | 15 | 25
AND-OR/OR-AND | 31 | 31
No activity file was given, so power comes from the tool's default toggle rates.
